<file path="./design.v">
module fsm_parking(
input  wire       clk,
input  wire       rst,
input  wire       entry_pulse,
input  wire       exit_pulse_in,
input  wire       payment_received,     
input  wire       slot_available,
input  wire [3:0] occupancy,
output reg        alloc_req,
output reg        free_req,
output reg        entry_gate,
output reg        exit_gate,
output reg        full_led,
output reg        fee_ready          
);
localparam S_IDLE          = 3'd0;
localparam S_ALLOC         = 3'd1;
localparam S_GATEOPEN      = 3'd2;
localparam S_EXIT_REQUEST  = 3'd3;
localparam S_WAIT_PAYMENT  = 3'd4;
localparam S_EXITOPEN      = 3'd5;
reg [2:0] state, next;
always @(posedge clk or posedge rst)
    if (rst) state <= S_IDLE;
    else     state <= next;
always @(*) begin
    alloc_req=0; free_req=0; entry_gate=0; exit_gate=0;
    fee_ready=0;
    full_led = ~slot_available;
    next = state;
    case(state)
        S_IDLE:
            if(entry_pulse && slot_available)
                next = S_ALLOC;
            else if(exit_pulse_in && occupancy!=0)
                next = S_EXIT_REQUEST;
        S_ALLOC: begin
            alloc_req = 1;
            next = S_GATEOPEN;
        end
        S_GATEOPEN: begin
            entry_gate = 1;
            next = S_IDLE;
        end
        S_EXIT_REQUEST: begin
            fee_ready = 1;
            next = S_WAIT_PAYMENT;
        end
        S_WAIT_PAYMENT: begin
            fee_ready = 1;
            if(payment_received) begin
                free_req = 1;
                next = S_EXITOPEN;
            end
        end
        S_EXITOPEN: begin
            exit_gate = 1;
            next = S_IDLE;
        end
    endcase
end
endmodule
module slot_manager_4slot(
input  wire       clk,
input  wire       rst,
input  wire       alloc_req,
input  wire       free_req,
input  wire [1:0] exit_car_select,
output reg        slot_available,
output reg [1:0]  allocated_slot,
output reg [3:0]  occupancy,
output reg [2:0]  free_count,
output reg [1:0]  exit_slot
);
integer i;
reg found;
always @(posedge clk or posedge rst) begin
    if (rst) begin
        occupancy      <= 0;
        free_count     <= 4;
        slot_available <= 1;
        allocated_slot <= 0;
        exit_slot      <= 0;
    end else begin
        found = 0;
        if (free_req) begin
            if (occupancy[exit_car_select]) begin
                occupancy[exit_car_select] <= 0;
                exit_slot <= exit_car_select;
                free_count <= free_count + 1;
            end else begin
                for (i=0;i<4;i=i+1)
                    if (occupancy[i] && !found) begin
                        occupancy[i] <= 0;
                        exit_slot <= i;
                        free_count <= free_count + 1;
                        found = 1;
                    end
            end
        end
        found = 0;
        if (alloc_req && free_count > 0) begin
            for (i=0;i<4;i=i+1)
                if (!occupancy[i] && !found) begin
                    occupancy[i] <= 1;
                    allocated_slot <= i;
                    free_count <= free_count - 1;
                    found = 1;
                end
        end
        slot_available <= (free_count > 0);
    end
end
endmodule
module time_billing_4slot(
input  wire        clk,
input  wire        rst,
input  wire [3:0]  occupancy,
input  wire        exit_pulse,
input  wire [1:0]  exit_slot,
output reg [31:0]  elapsed0,
output reg [31:0]  elapsed1,
output reg [31:0]  elapsed2,
output reg [31:0]  elapsed3,
output reg [31:0]  fee
);
parameter RATE = 10;
reg run0, run1, run2, run3;
always @(posedge clk or posedge rst) begin
    if (rst) begin
        run0<=0; run1<=0; run2<=0; run3<=0;
        elapsed0<=0; elapsed1<=0; elapsed2<=0; elapsed3<=0;
        fee <= 0;
    end else begin
        if (exit_pulse) begin
            case(exit_slot)
                0: fee <= elapsed0 * RATE;
                1: fee <= elapsed1 * RATE;
                2: fee <= elapsed2 * RATE;
                3: fee <= elapsed3 * RATE;
            endcase
        end
        if (occupancy[0]) begin if(!run0) elapsed0<=0; run0<=1; end else run0<=0;
        if (occupancy[1]) begin if(!run1) elapsed1<=0; run1<=1; end else run1<=0;
        if (occupancy[2]) begin if(!run2) elapsed2<=0; run2<=1; end else run2<=0;
        if (occupancy[3]) begin if(!run3) elapsed3<=0; run3<=1; end else run3<=0;
        if (run0) elapsed0 <= elapsed0 + 1;
        if (run1) elapsed1 <= elapsed1 + 1;
        if (run2) elapsed2 <= elapsed2 + 1;
        if (run3) elapsed3 <= elapsed3 + 1;
    end
end
endmodule
`timescale 1ns/1ps
module top_parking_system_4slot(
    input  wire        clk,
    input  wire        rst,
    input  wire        entry_pulse,
    input  wire        exit_pulse_for_system,
    input  wire        payment_received,     
    input  wire [1:0]  exit_car_select,
    output wire        entry_gate,
    output wire        exit_gate,
    output wire        full_led,
    output wire        fee_ready,            
    output wire [3:0]  occupancy,
    output wire [2:0]  free_count,
    output wire [31:0] e0,
    output wire [31:0] e1,
    output wire [31:0] e2,
    output wire [31:0] e3,
    output wire [31:0] fee
);
wire alloc_req, free_req;
wire slot_available;
wire [1:0] allocated_slot;
wire [1:0] exit_slot;
reg exit_event_for_billing;
always @(posedge clk or posedge rst) begin
    if (rst)
        exit_event_for_billing <= 0;
    else
        exit_event_for_billing <= payment_received; 
end
fsm_parking FSM(
    .clk(clk),
    .rst(rst),
    .entry_pulse(entry_pulse),
    .exit_pulse_in(exit_pulse_for_system),
    .payment_received(payment_received), 
    .slot_available(slot_available),
    .occupancy(occupancy),
    .alloc_req(alloc_req),
    .free_req(free_req),
    .entry_gate(entry_gate),
    .exit_gate(exit_gate),
    .full_led(full_led),
    .fee_ready(fee_ready)             
);
slot_manager_4slot SM(
    .clk(clk),
    .rst(rst),
    .alloc_req(alloc_req),
    .free_req(free_req),
    .slot_available(slot_available),
    .allocated_slot(allocated_slot),
    .occupancy(occupancy),
    .free_count(free_count),
    .exit_slot(exit_slot),
    .exit_car_select(exit_car_select)
);
time_billing_4slot TM(
    .clk(clk),
    .rst(rst),
    .occupancy(occupancy),
    .exit_pulse(exit_event_for_billing),
    .exit_slot(exit_slot),
    .elapsed0(e0),
    .elapsed1(e1),
    .elapsed2(e2),
    .elapsed3(e3),
    .fee(fee)
);
endmodule
</file>
<file path="./run.sh">
#!/bin/bash
# OpenROAD 26Q1-2900-gdf79404cd8, Yosys 0.63+post, stock flow scripts
make -C /OpenROAD-flow-scripts/flow DESIGN_CONFIG=/design/flow/config.mk WORK_HOME=/design/flow/orfs finish
</file>
<file path="./config.mk">
export PLATFORM = sky130hd
export DESIGN_NAME = top_parking_system_4slot
export DESIGN_NICKNAME = top_parking_system_4slot
export VERILOG_FILES = /design/flow/design.v
export SDC_FILE = /design/flow/constraint.sdc
export NUM_CORES = 4
export LEC_CHECK = 1
export CORE_UTILIZATION = 30
</file>
<file path="./constraint.sdc">
current_design top_parking_system_4slot

set clk_period 6.4
set clk_io_pct 0.2

create_clock -name clk0 -period $clk_period [get_ports {clk}]

set non_clock_inputs [all_inputs -no_clocks]
set_input_delay [expr $clk_period * $clk_io_pct] -clock clk0 $non_clock_inputs
set_output_delay [expr $clk_period * $clk_io_pct] -clock clk0 [all_outputs]
</file>
==> impl_summary.log <==
[flow] final metrics
[metrics] setup violation total in the final timing report: 0
[metrics] remaining number of nets flagged by the antenna check after routing: 0
[metrics] number of standard cells reported by yosys: 1714
[metrics] Period minus WS final: roughly 4 ns
[metrics] transition time at the pin with the least slew margin: roughly 0.9 ns
[metrics] number of antenna repair diodes: 0
[metrics] maximum buffer depth of the clock tree: 2
[metrics] async set or reset register ratio after synthesis: 100%
[metrics] Die Span X: between 200 and 250 µm
[metrics] post-synthesis cell area: approximately 15000 µm²
[metrics] crit path kind: reg2reg
[metrics] Setup TNS Final: 0 ns
[metrics] Top cells excl fill/tap: ha_1, nand2_1, dfrtp_1, clkdlybuf4s50_1, o21ai_0
[metrics] relative slew slack: between 40% and 50%
[metrics] share of the synthesized area in the top cell type: between 20% and 30%
[metrics] arrival time at the worst endpoint: between 4 and 5 ns
[metrics] worst vdd ir: approximately 0.00016 V
[metrics] routability cong.: between 0.9 and 1
[metrics] cts-stage hold buffer count: 0
[metrics] power density relative to cell area: around 120 nW/µm²
[metrics] required time of the critical path: 6.76 ns
[metrics] maximum clock rate: approximately 250 MHz
[metrics] maxcap violations: 0
[metrics] half-perimeter wire length after detailed placement: ~34000 µm
[metrics] total via count after detailed routing: roughly 13000
[metrics] vias in the first global route: 12534
[metrics] remaining global-route overflow: 0
[metrics] synthesis-to-finish area growth: 20.1%
[metrics] number of buffers inserted by post-CTS setup repair: 0
[metrics] worst setup skew after layout: around 0.011 ns
[metrics] total detailed-routing wirelength: 43200 µm
[metrics] H-tree level count: 4
[metrics] Lkg Pwr: between 8 and 9 nW
[metrics] final hold slack: about 0.44 ns
[metrics] IO Count: around 180
[metrics] sequential cell area fraction in the yosys report: 29.4%
[metrics] Residual DRC: 0
[metrics] first-pass GRT wire length: approximately 70000 µm
[metrics] Period Utilization, post-route: 62.4%
[metrics] type of destination of the critical path: flop
[metrics] chip area line of the yosys report: 15300 µm²
[metrics] share of final-layout standard cells stronger than drive strength 1: between 5 and 6%
[metrics] total routing usage reported by global routing: approximately 17%
[metrics] Clock Latency Late Sink: 0.47 ns
[metrics] run status: completed
[metrics] OpenROAD warning count: 27
[metrics] Crit Path Max Fanout: 9
[metrics] vertical die dimension: 228 µm
[metrics] dominant logic cell type in the layout: ha_1
[metrics] unrepaired setup endpoints after global routing: false
[metrics] path category of the worst min-delay check: reg2reg
[metrics] unique cell type count in the Yosys netlist: 84
[metrics] instance count of the mapped netlist: 1714
[metrics] pin count of the biggest net entering global routing: around 100
[metrics] number of synthesized flops with an enable pin: 0
[metrics] number of antenna violations at the first check in global routing: 0
[metrics] Final Slew Violations: 0
[metrics] top cells, area: dfrtp_1, ha_1, o21ai_0, nand2_1, xnor2_1
[metrics] number of port buffers: 176
[metrics] initial DRC count: between 600 and 700
[metrics] CTS tree: yes
[metrics] CTS clock-pin slew for the worst setup and hold paths: 0.07 ns
[metrics] master cell of the clock root buffer: clkbuf_16
[metrics] number of clock sinks: between 150 and 200
[metrics] die footprint: around 52000 µm²
[metrics] number of resized instances in the post-cts repair step: 0
[metrics] core region area: roughly 50000 µm²
[metrics] vias per cell: between 5 and 6
[metrics] cell type with the largest total area after synthesis: dfrtp_1
[metrics] number of synthesized register bits: roughly 180
[metrics] dpl cell area: 17800 µm²
[metrics] clock buffers created by TritonCTS: 17
[metrics] warning count from the yosys run: 4
[metrics] crit start category: flop
[metrics] effective utilization at floorplan: a little under a third
[metrics] routed wire length per instance: 16.9 µm
[metrics] cell area after layout: ~18000 µm²
[metrics] Post-Synthesis Mean Instance Area: just under 9 µm²
[metrics] number of placement rows: 82
[metrics] Hold Fails Final Rpt: 0
[metrics] first-pass iteration count of the detailed router: 5
[metrics] main flop type after synthesis: dfrtp_1
-- logic make-up after synthesis --
group / share of synthesized area, %
fa+ha+maj: 19.1
buf+inv: 2.09
other cells: 0.0245
flops: 29.4
simple gates: 16.8
compound gates: 20.9
mux: 5.85
xor+xnor: 5.89
-- registers in the layout, summed over array words and instances (netlist names) --
register / cells
TM.elapsed0: 32
TM.elapsed1: 32
TM.elapsed2: 32
TM.elapsed3: 32
TM.fee: 31
FSM.state: 6
SM.occupancy: 4
SM.free_count: 3
SM.exit_slot: 2
SM.slot_available: 1
TM.run0: 1
TM.run1: 1
TM.run2: 1
TM.run3: 1
exit_event_for_billing: 1
-- routing by layer --
metal	track usage (%)	part of all wire, %
met1	25.0	47
met2	26.0	45
met3	4.23	5.5
met4	3.78	2.8
met5	0	0
-- power by group --
part	total, mW	internal [mW]	switching [mW]
Sequential	1.15	1.15	0.00536
Combinational	0.0685	0.0266	0.0419
Clock	1.06	0.570	0.494
-- layout make-up --
type | instances | area, µm²
repair buffers | 185 | 1840
inverters | 35 | 139
well taps | 672 | 841
fillers | 5010 | 31900
clock inverters | 10 | 97.6
flip-flops and latches | 180 | 4510
multi-input cells | 1452 | 10500
clock buffers | 22 | 474
-- worst paths after layout --
path                                 from              end  cells after the start  slack, ns
hold reg to reg              FSM.state[3]     FSM.state[2]                      0       0.44
max in group asynchronous             rst  TM.elapsed1[26]                      3       4.09
setup / recovery           TM.elapsed1[3]       TM.fee[30]                     13       2.41
min in group asynchronous             rst     FSM.state[4]                      2       1.30
hold / removal               FSM.state[3]     FSM.state[2]                      0       0.44
setup reg to reg           TM.elapsed1[3]       TM.fee[30]                     13       2.41
-- synthesized netlist by cell type, drive strengths merged, types with 6 or more instances --
library cell    n
o31ai          30
mux2           17
inv            33
a21oi         105
nand2         183
o21a           18
o41ai           6
ha            227
clkbuf         37
dfrtp         177
a221oi          7
xor2           27
o21bai          9
o22ai           6
o211ai         31
a211oi         18
nand3         114
or2             9
buf            10
xnor2          76
nor2b          16
and2           10
nor3           24
mux4           16
nand4          27
a21o           50
mux2i          34
o21ai         146
nor2          120
a31oi          19
and3           30
nand2b         12
-- metrics by stage --
stage	setup WS (ns)	cells	power, mW	util (%)
final	2.41	2556	2.28	36.6
after floorplan	0.238	1714	1.20	-
after global placement	2.47	2524	1.24	35.5
after global routing	2.13	2556	2.37	36.6
after detailed placement	2.44	2524	1.24	35.5
after CTS	2.40	2556	2.32	36.6
-- worst max-delay path, cell delays in order, from the launching register on --
cell	delay [ns]
dfrtp_1	0.48
ha_1	0.32
ha_1	0.23
fa_1	0.41
a21o_1	0.21
a311o_2	0.44
a2111oi_4	0.41
nor3_2	0.13
o311ai_2	0.46
a21oi_2	0.12
a21oi_2	0.16
xor2_1	0.17
a31oi_1	0.10
o221a_1	0.25
Power figures rest on the tool's default switching activity, not on a simulated workload.
